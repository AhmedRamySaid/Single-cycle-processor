### design/flow/design.v
module Registers(
	input clk,                
	input reset, 				  
	input w_enable,           
	input [2:0] add1,         
	input [2:0] add2,         
	input [2:0] add3,         
	input [18:0] data_in,     
	output reg [18:0] reg1,   
	output reg [18:0] reg2    
);
	reg [18:0] registers [0:7];
	integer i;
	always @(*) begin
		reg1 <= (add1 == 0) ? 19'b0 : registers[add1];
		reg2 <= (add2 == 0) ? 19'b0 : registers[add2];
	end
	always @(posedge clk or posedge reset) begin
		if (reset) begin
			for (i = 0; i < 8; i = i + 1) begin
				registers[i] <= 19'b0;
			end
			i <= 0;
		end
		else begin
			if (w_enable && (add3 != 0)) begin   
				registers[add3] <= data_in;
			end
		end
	end
endmodule
### design/flow/run.sh
#!/bin/bash
# OpenROAD 26Q1-2900-gdf79404cd8, Yosys 0.63+post, stock flow scripts
make -C /OpenROAD-flow-scripts/flow DESIGN_CONFIG=/design/flow/config.mk WORK_HOME=/design/flow/orfs finish
### design/flow/config.mk
export PLATFORM = sky130hd
export DESIGN_NAME = Registers
export DESIGN_NICKNAME = Registers
export VERILOG_FILES = /design/flow/design.v
export SDC_FILE = /design/flow/constraint.sdc
export NUM_CORES = 4
export LEC_CHECK = 1
export CORE_UTILIZATION = 50
### design/flow/constraint.sdc
current_design Registers

set clk_period 5.2
set clk_io_pct 0.2

create_clock -name clk0 -period $clk_period [get_ports {clk}]

set non_clock_inputs [all_inputs -no_clocks]
set_input_delay [expr $clk_period * $clk_io_pct] -clock clk0 $non_clock_inputs
set_output_delay [expr $clk_period * $clk_io_pct] -clock clk0 [all_outputs]
==> metrics.yaml <==
clock_network:
  clk_latency_ps: 410
  root_buffer: "clkbuf_16"
  post_cts.repair.setup_buffers: 0
  ctsResizeCount: 0
  clk_pin_slew_ps: 50
  postCtsHoldBufs: 0
  cts_sinks: 133
  cts_tree: "done"
  cts_buffers: 17
  htree_levels: 4
  clock_path_buffers: 2
global_routing:
  grt-ovfl-total: 0
  antenna_found_initial: 0
  grt_pass1_vias: 5205
  grt_max_degree: 60
  grtUsageTotal_pct: 27.5
  grt_first_pass_wirelength_um: 29600
yosys:
  yosys_warnings: 2
  ys_seq_share_pct: 45.0
  synth_flops: 133
  syn_inst: 580
  synth.avg_cell_area_um2: 12.7
  yosys_cells: 580
  synth_cell_types: 43
  syn_area_um2: 7390
  synth_chip_area_um2: 7390
worst_hold_path:
  hold_class: "flop to flop"
final_timing:
  hold_ws_ps: 510
  finalCriticalPeriod_ps: 4490
  fin_crit_sh_pct: 86.3
  setup-violations-final: 0
  rsz0062_at_grt: "false"
  finalSetupTns_ps: 0
  tightest_slew_ps: 966
  max_freq_mhz: 223
  slew_violations: 0
  hold_viol: 0
  clock_skew_ps: 0
  relSlewSlack_pct: 33.9
final_layout:
  n_fill_cell: 1127
  drive_above_1_share_pct: 36.2
  largest_reg_flops: 133
  largestRegisters: "registers: 133 flops"
  final_util_pct: 59.7
  largest_register: "registers"
  final_cells: 833
  comb_area_um2: 3720
  regArea_um2: 3330
  syn2layout_area_growth_pct: 17.0
floorplanning:
  rows: 44
  fp_util_pct: 51.1
  die_y_um: 124
  ios: 69
  core_um2: 14500
  die_area_um2: 15300
  fp.dieW_um: 124
critical_path:
  setup.worst_path.start_class: "primary input"
  cp_top_family: "buffers and inverters"
  worstPathArrival_ps: 3450
  crit_path_max_incr_delay_ps: 850
  cp.required_ps: 4160
  crit_type: "primary input to output pin"
  cp_cell_sequence: "buf_2, buf_4, a211oi_1, a2111oi_0, clkdlybuf4s50_1"
  end_kind: "output pin"
  path_buffers: 3
  worstPathMaxFanout: 26
  cp_slowest_cell: "a2111oi_0"
flow_run:
  warnings: 25
  drv_cap: 0
power:
  powerDensity_nw_per_um2: 380
  leakage_nw: 3.59
  vdd_drop_max_mv: 0.252
  p_total_w: 0.00329
place:
  port_buffers: 68
  gp_congestion: 0.816
  place_inst: 803
  dp_hpwl_um: 10900
drt:
  postRouteAntennaNets: 0
  drc: 0
  wl_um: 18700
  routed-via-count: 5028
  vias_per_cell: 6.04
  n_antenna_cell: 0
  dr.first_iter.drc_count: 260
  drt-wirelength-per-cell_um: 22.4
  first_pass_iters: 4
outcome:
  status: "finished clean"
where the power goes:
group          switching (W)  internal [W]  leakage (nW)
sequential          0.000175       0.00127          1.60
clock               0.000418      0.000660         0.257
combinational       0.000268      0.000505          1.74
total               0.000860       0.00243          3.59
final timing paths:
kind | start | endpoint | slack (ps) | cells past startpoint
worst max-delay path | add2[1] | reg2[13] | 710 | 5
worst min-delay path | registers[7][10]$_DFFE_PP0P_ | registers[7][10]$_DFFE_PP0P_ | 510 | 1
worst max register to register | registers[6][4]$_DFFE_PP0P_ | registers[6][4]$_DFFE_PP0P_ | 4380 | 1
worst min register to register | registers[7][10]$_DFFE_PP0P_ | registers[7][10]$_DFFE_PP0P_ | 510 | 1
max in group asynchronous | reset | registers[5][1]$_DFFE_PP0P_ | 3090 | 3
min in group asynchronous | reset | registers[5][15]$_DFFE_PP0P_ | 1120 | 2
logic make-up (layout without fill, tap and decap cells):
| family | after synthesis | in the layout | synth area share, % |
|---|---|---|---|
| flip-flops | 133 | 133 | 45.0 |
| multiplexers | 194 | 194 | 34.3 |
| AND-OR/OR-AND | 114 | 114 | 10.4 |
| buffers and inverters | 62 | 131 | 4.65 |
| AND/OR/NAND/NOR | 77 | 77 | 5.63 |
cell usage after synthesis:
library cell	number	area share, %
a311oi_1	2	0.24
mux2i_1	4	0.54
o22ai_1	1	0.085
nand3_1	2	0.14
nor3_4	1	0.22
a21o_1	1	0.10
nand4b_1	3	0.36
buf_2	26	1.8
a31oi_1	2	0.17
a22oi_1	26	2.6
o22a_1	1	0.12
o21a_1	1	0.10
nor2b_1	6	0.51
mux2_1	8	1.2
or2_2	1	0.085
mux2_2	130	20
nor3b_1	1	0.10
a21oi_1	34	2.3
o211ai_1	2	0.20
nand2_2	1	0.085
buf_6	2	0.30
buf_4	8	0.81
and4b_1	1	0.14
a221o_1	2	0.27
nand2b_1	12	1.0
nand2_1	40	2.0
a32o_1	10	1.4
inv_1	14	0.71
buf_12	2	0.54
and2_1	1	0.085
o221ai_1	1	0.12
mux4_2	22	6.7
and4bb_1	2	0.34
o21ai_0	19	1.3
clkbuf_2	1	0.068
mux2_4	30	6.1
a221oi_1	8	0.95
dfrtp_1	133	45
nor2_1	5	0.25
a2111oi_0	1	0.12
a211oi_1	3	0.30
nand4_4	1	0.29
clkbuf_1	9	0.46
layout by cell type, fill, tap and decap left out, types with 3 or more instances in the layout:
master           instances
dfrtp_1                133
mux2_2                 130
clkdlybuf4s50_1         63
nand2_1                 40
a21oi_1                 34
mux2_4                  30
a22oi_1                 26
mux4_2                  22
o21ai_0                 19
buf_4                   19
clkbuf_16               17
inv_1                   13
nand2b_1                12
a32o_1                  10
mux2_1                   8
a221oi_1                 8
nor2b_1                  6
clkbuf_1                 6
nor2_1                   5
clkinv_2                 5
buf_2                    5
mux2i_1                  4
nand4b_1                 3
a211oi_1                 3
area by class of cell:
type / instances / area share [%]
Clock buffer: 24 / 5.34
Multi-Input combinational cell: 385 / 43.0
Timing Repair Buffer: 87 / 9.23
Inverter: 14 / 0.636
Tap cell: 184 / 2.66
Sequential cell: 133 / 38.5
Clock inverter: 6 / 0.636
routing by layer:
layer  part of all wire [%]  GRT usage, %  up-vias
met5                      0             0        -
met4                    1.1          5.05        0
met3                    6.9          7.06       17
met2                     46          40.9      153
met1                     46          43.3     2576
li1                       -             -     2282
through the flow:
| step | area (um^2) | worst slack [ps] |
|---|---|---|
| 4_1_cts | 8650 | 735 |
| 5_1_grt | 8650 | 519 |
| 2_1_floorplan | 7390 | 606 |
| 3_5_place_dp | 8130 | 753 |
| 6_report | 8650 | 713 |
| 3_3_place_gp | 8130 | 792 |
Power and IR drop assume default switching activity.
