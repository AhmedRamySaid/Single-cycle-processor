--- /design/flow/design.v ---
module RAM (clk, reset, address_write, data_write, 
write_enable, address_read, data_read);
	parameter D_WIDTH = 19;
	parameter A_WIDTH = 5;
	parameter A_MAX = 32;  
	input clk;
	input reset;
	input [A_WIDTH-1:0] address_write;
	input [D_WIDTH-1:0] data_write;
	input write_enable;
	input [A_WIDTH-1:0] address_read;
	output reg [D_WIDTH-1:0] data_read;
	reg [D_WIDTH-1:0] memory [A_MAX-1:0];
	integer i;
	always @(posedge clk or posedge reset) begin
		if (reset) begin
			for (i = 0; i < A_MAX; i = i + 1) begin
				memory[i] <= 19'b0;
			end
			i <= 0;
		end
		else if (write_enable) begin
			memory[address_write] <= data_write;
		end
	end
	always @(*) begin
		data_read <= memory[address_read];
	end
endmodule
--- /design/flow/run.sh ---
#!/bin/bash
# OpenROAD 26Q1-2900-gdf79404cd8, Yosys 0.63+post, stock flow scripts
make -C /OpenROAD-flow-scripts/flow DESIGN_CONFIG=/design/flow/config.mk WORK_HOME=/design/flow/orfs finish
--- /design/flow/config.mk ---
export PLATFORM = sky130hd
export DESIGN_NAME = RAM
export DESIGN_NICKNAME = RAM
export VERILOG_FILES = /design/flow/design.v
export SDC_FILE = /design/flow/constraint.sdc
export NUM_CORES = 4
export LEC_CHECK = 1
export CORE_UTILIZATION = 50
--- /design/flow/constraint.sdc ---
current_design RAM

set clk_period 12.1
set clk_io_pct 0.2

create_clock -name clk0 -period $clk_period [get_ports {clk}]

set non_clock_inputs [all_inputs -no_clocks]
set_input_delay [expr $clk_period * $clk_io_pct] -clock clk0 $non_clock_inputs
set_output_delay [expr $clk_period * $clk_io_pct] -clock clk0 [all_outputs]
==> impl_metrics.csv <==
group,metric,value,unit
outcome,status,"finished clean",
worst_hold_path,holdPathStages,1,
pwr,p_switching,0.00131,W
grt,grt_pass1_vias,18500,
die,dieHeight,234,µm
grt,grt_overflow_total,0,
synth,ys_seq_frac,0.563,
clocking,cts_buffers,67,
cells_and_area,drive_above_1_share,0.399,
pwr,powerDensity,173,nW/µm²
final_timing,slew_viol_final,0,
routing,drt_pre_antenna_iters,5,
clocking,cts.sinks,608,
setup_path,critPathCaptureType,"output port",
synth,synthTopCellsByCount,"mux2_2 (621), dfrtp_1 (608), a22oi_1 (221)",
cells_and_area,final_cells,2842,
routing,drc,0,
die,dieWidth,234,µm
routing,via_per_inst,6.30,
routing,vias,17900,
job,max-cap-violations,0,
routing,wl,82300,µm
final_timing,setup_tns,0,ps
pwr,p_comb_frac,0.125,
place,placed_area,28500,µm²
pwr,pwr-share-seq,0.492,
pwr,p_leak,13.9,nW
worst_hold_path,min_from,"memory[17][10]$_DFFE_PP0P_",
clocking,cts-root-buf,"clkbuf_16",
synth,top_area_frac,0.563,
final_timing,rsz0062_at_grt,"false",
setup_path,critical-path-slowest-cell,"nand2b_1",
pwr,sw_frac_of_total,0.246,
place,dp_hpwl,49300,µm
pwr,power,0.00532,W
synth,synth.distinct_cells,52,
place,io_buffers,50,
clocking,cts_max_level,3,
worst_hold_path,min_path_type,"reg -> reg",
clocking,post_cts_buffers,0,
cells_and_area,largest_reg_flops,608,
synth,netlist_instances,2046,
routing,dr.first_iter.drc_count,1268,
final_timing,hold_viol_final,0,
cells_and_area,area_growth,13.5,%
clocking,cts_tree,"yes",
die,die_area,55000,µm²
grt,grt_pass1_wl,123000,µm
routing,routed_wire_length_per_instance,29.0,µm
pwr,internal_power,0.00401,W
pwr,clkPwrFrac,0.383,
synth,yosysMostFrequentCell,"mux2_2",
grt,antenna_found_initial,0,
setup_path,crit_required,9680,ps
final_timing,setup_viol,0,
setup_path,critical_path_class,"in -> out",
setup_path,rr_endpoint,"memory[23][18]$_DFFE_PP0P_",
setup_path,crit_buf_inv,4,
clocking,path_clk_slew,50,ps
synth,top_area_cell,"dfrtp_1",
synth,syn_avg_cell_area,13.2,µm²
grt,track_usage,0.330,
die,core_area,53000,µm²
setup_path,rr_startpoint,"memory[23][18]$_DFFE_PP0P_",
die,initCoreUtil,0.510,
setup_path,crit_path_start_kind,"input pin",
cells_and_area,top_regs,"memory (608)",
setup_path,cp-startpoint,"address_read[4]",
synth,synth-edff-count,0,
die,io-pin-count,51,
synth,ys_top_cells_by_area,"dfrtp_1 (56%), mux2_2 (26%), a22oi_1 (6.1%)",
clocking,cts_hold_buf,0,
final_timing,period_used_share,0.708,
final_timing,period_minus_slack,8570,ps
setup_path,critPathArrivalTime,6150,ps
worst_hold_path,worstHoldEndpoint,"memory[17][10]$_DFFE_PP0P_",
synth,syn_area,27000,µm²
job,warning_count,31,
setup_path,cp_max_fo,43,
cells_and_area,post-route-cell-area,30700,µm²
place,place.gp.congestion,0.933,
clocking,clock_latency,590,ps
synth,yosys_warnings,2,
cells_and_area,top_register,"memory",
setup_path,path_cells,"clkdlybuf4s50_1, buf_4, nand2b_1, nor2_2, buf_4, a22oi_1, nand4_1, a2111oi_0, a21oi_1, clkdlybuf4s50_1",
final_timing,fmax,0.117,GHz
routing,postRouteAntennaNets,0,
final_timing,worst_pin_slew,960,ps
die,rows,84,
clocking,max-clock-path-buffers,3,
synth,numSynthFlops,608,
synth,yosysCellCount,2046,
setup_path,reg2reg_slack,11320,ps
synth,yosysChipArea,27000,µm²
setup_path,cpPeakStageDelay,590,ps
setup_path,reg2reg_depth,1,
grt,grt_max_degree,128,
synth,async_reset_ff_frac,1.00,
final_timing,maxSlewHeadroom,0.344,
clocking,ctsResizeCount,0,
setup_path,crit_family,"buffers and inverters",
final_timing,final.setup_skew,0,ps
pwr,ir_drop,0.000123,V
place,post-place-cells,2720,
synth,synthFlopType,"dfrtp_1",
[power by group through the flow]
stage / clock network (W) / registers, W / logic (W)
after global routing: 0.00215 / 0.00267 / 0.000727
after CTS: 0.00207 / 0.00261 / 0.000672
final: 0.00204 / 0.00262 / 0.000666
[final cells by class]
cell class / instances / area, µm²
Timing Repair Buffer: 144 / 1230
Inverter: 5 / 22.5
Clock buffer: 105 / 2040
Antenna cell: 1 / 2.50
Sequential cell: 608 / 15200
Multi-Input combinational cell: 1275 / 11100
Tap cell: 688 / 861
Clock inverter: 16 / 169
Fill cell: 4171 / 22300
[worst max-delay path by stage]
stage	end	slack, ps	cells past startpoint
finish	data_read[0]	3530	10
global route	data_read[0]	3380	10
CTS	data_read[0]	3580	10
[stage by stage]
step	hold slack (ps)	worst slack, ps	util
finish	500	3530	0.579
global route	511	3380	0.579
CTS	502	3580	0.579
detailed placement	489	3580	0.537
global placement	484	3640	0.537
floorplan	470	1380	-
[kinds of logic (layout without fill, tap and decap cells)]
group	after synthesis	count (layout)	share of synthesized area
AOI/OAI and AO/OA	316	316	0.0863
and+or+nand+nor	322	322	0.0602
buffers and inverters	163	270	0.0258
muxes	637	637	0.265
other	0	1	0
DFF	608	608	0.563
[cell usage in the layout, fill, tap and decap left out, drive strengths merged, types with 13 or more instances in the layout]
cell	n
nor4	15
a21oi	30
nand2	112
nor3	13
nand3	15
buf	95
clkdlybuf4s50	49
nand4	13
mux2i	16
clkbuf	105
mux2	621
nor2	94
o21ai	13
a22oi	221
a2111oi	13
dfrtp	608
[per-layer routing]
layer	global-route usage	wire length (µm)	vias up
met5	0.0125	86	-
met4	0.102	3240	2
met3	0.111	7260	171
met2	0.489	38000	659
met1	0.481	33800	9385
li1	-	-	7701
Power and IR drop assume default switching activity.
