$ cat /design/flow/design.v
module ALU (reg_one, reg_two, opcode, zero_flag, out);
	input wire [18:0] reg_one, reg_two;  
	input wire [2:0] opcode;
	output reg zero_flag;
	output reg [18:0] out;
	always @(*)
		begin
		case(opcode)
			3'b000: out = reg_one + reg_two;
			3'b001: out = reg_one - reg_two;
			3'b010: out = reg_one & reg_two;
			3'b011: out = reg_one | reg_two;
			3'b100: out = ($signed(reg_one) < $signed(reg_two)) 
								? 1 : 0;
			default: out = 0;
		endcase
		zero_flag = (out == 0) ? 1'b1 : 1'b0;
	end
endmodule
$ cat /design/flow/run.sh
#!/bin/bash
# OpenROAD 26Q1-2900-gdf79404cd8, Yosys 0.63+post, stock flow scripts
make -C /OpenROAD-flow-scripts/flow DESIGN_CONFIG=/design/flow/config.mk WORK_HOME=/design/flow/orfs finish
$ cat /design/flow/config.mk
export PLATFORM = sky130hd
export DESIGN_NAME = ALU
export DESIGN_NICKNAME = ALU
export VERILOG_FILES = /design/flow/design.v
export SDC_FILE = /design/flow/constraint.sdc
export NUM_CORES = 4
export LEC_CHECK = 1
export CORE_UTILIZATION = 30
$ cat /design/flow/constraint.sdc
current_design ALU

set clk_period 14.1
set clk_io_pct 0.2

create_clock -name clk0 -period $clk_period

set non_clock_inputs [all_inputs -no_clocks]
set_input_delay [expr $clk_period * $clk_io_pct] -clock clk0 $non_clock_inputs
set_output_delay [expr $clk_period * $clk_io_pct] -clock clk0 [all_outputs]
==> results_slide.txt <==
Key Metrics from the Run

STA
  • Pins over their slew limit: 0
  • Slew margin rel.: 51.9%
  • Final setup TNS: 0 ns
  • Final-report setup violation count: 0
  • Actual slew at the worst max-slew pin: 0.717 ns
  • Final min period: about 9.6 ns
  • RSZ-0062 raised after global routing: no
  • PnR worst setup slack: approximately 4.5 ns
  • Max Clk Rate: slightly above 100 MHz
  • Period Utilization, post-route: 68.4%
  • Hold Violations, Final: 0
  • Hold_ws: slightly below 7 ns

GRT
  • Largest net degree at the start of global routing: 54
  • Total global-route track usage: 18.8%
  • Gr ovfl total: 0
  • First-pass GRT wire length: 15500 µm
  • Initial antenna violation count: 0
  • Vias in the first global route: 3064

Run status
  • Outcome: completed

Routing
  • Vias per inst: ~5.4
  • Routed vias: 3398
  • N_diodes: 0
  • WL/cell: 14.9 µm
  • Residual DRC: 0
  • Final WL: 9430 µm
  • DRT Pass-1 Iters: 4
  • DRT iter0 DRCs: 150
  • Routed Antenna Nets: 0

Layout
  • Clock Buffer Count: 0
  • Synth-to-Final Area Change: 22.5%
  • Flops: 0
  • Layout cells sized above 1: 2.59%
  • Util after Layout: 37.9%
  • Sequential Area: 0 µm²

Yosys
  • Count of cell types in the netlist: 65
  • Seq/Total Area, Yosys: 0%
  • Yosys aoi share: between 30 and 40%
  • Yosys xor share: 3.76%
  • Area contributors post-synth: ha_1 24%, inv_1 7.2%, a21oi_1 5.8%, nor2_1 5.3%, o21ai_0 5.3%
  • Synth top cell by count: inv_1
  • Largest area contributor in the netlist: ha_1
  • Yosys chip area: 3030 µm²
  • Top cell types by occurrence after synthesis: 58 x inv_1, 57 x ha_1, 43 x nor2_1, 35 x a21oi_1, 34 x nand2_1
  • Simple Share, Synth: between 20 and 25%
  • Cell count listed in synth_stat.txt: 462
  • Area leader share: roughly a quarter
  • Syn avg cell area: 6.55 µm²
  • Synth mux share: 3.06%
  • Cells after Synth: 462
  • Synth Cell Area: 3030 µm²
  • Adder-cell share of the synthesized area: 24.9%
  • Yosys warns: 1
  • Top non-seq family: AND-OR/OR-AND gates

Job
  • Max-cap violation count: 0
  • Tool Warnings: 70

Floorplanning
  • Chip area: 10500 µm²
  • Die W: between 100 and 150 µm
  • Initial Util: 31.0%
  • Rows: 36
  • Core ar.: 9770 µm²
  • Ports: just over 60
  • Die y size: 102 µm

Clocking
  • # hold bufs at CTS: 0
  • Cts repair resizes: 0
  • Post-CTS Setup Bufs: 0

Pwr
  • Worst ir drop on vdd: ~0.015 mV
  • Leak: 1.63 nW
  • PwrDens: roughly 38 nW/µm²
  • Tot Pwr: 0.000140 W

Worst setup path
  • Cell Chain, Critical Path: clkdlybuf4s50_1 -> inv_1 -> ha_1 -> and2b_1 -> o31ai_1 -> a21oi_1 -> a211oi_1 -> mux2_2 -> a2111o_1 -> nor3_1 -> nor4b_2 -> and4bb_1 -> clkdlybuf4s50_1
  • Crit Path Category: input pin to primary output
  • Crit path DRT: 11.28 ns
  • Crit-path most repeated cell: clkdlybuf4s50_1
  • Setup crit start kind: input pin
  • CP max stage cell: a211oi_1
  • Endpoint class of the critical path: primary output
  • Worst Path Max Fanout: 9
  • Slowest Stage Delay on Critical Path: 0.58 ns
  • Data arrival time of the critical path: 6.83 ns

Placed design
  • Count of input and output buffers: 61
  • DP HPWL: 7800 µm
  • Final GP Congestion: 0.945
  • Setup slack after placement: 4.47 ns

Worst hold path
  • Hold Crit Class: input pin to primary output
per-layer routing:
metal / share of wire [%] / track usage [%]
met1: 49 / 28.0
met2: 45 / 29.9
met3: 5.0 / 2.02
met4: 0.92 / 2.20
met5: 0 / 0
worst paths after layout:
path,start,cells past startpoint,end,slack (ns)
setup / recovery,reg_one[5],13,zero_flag,4.45
hold / removal,opcode[2],3,out[2],6.87
worst max-delay path, delay by kind of cell:
| family | cells | cell delay, ns |
|---|---|---|
| compound gates | 4 | 1.28 |
| fa+ha+maj | 1 | 0.46 |
| buf+inv | 3 | 1.03 |
| mux | 1 | 0.41 |
| simple gates | 4 | 0.82 |
final cells by class:
class	count	area (µm²)
fill	1077	6070
inverter	58	218
multi-input combinational	379	2690
tap	133	166
timing repair buffer	64	633
power breakdown:
group          internal (W)  switching, W  leakage [nW]
Sequential                0             0             0
Combinational     0.0000634     0.0000763          1.63
Clock                     0             0             0
Total             0.0000634     0.0000763          1.63
cell usage in the layout (no fill, tap or decap), types with 9 or more instances in the layout:
cell type / count
a211oi_1: 11
nand3_1: 13
nor2_1: 43
inv_1: 58
ha_1: 57
a21oi_1: 35
o211ai_1: 11
o21ai_0: 32
nor3_1: 12
clkdlybuf4s50_1: 61
xnor2_1: 9
nand2_1: 34
cell families (layout without fill, tap and decap cells):
family | after synthesis | in the layout
buffers and inverters | 83 | 122
and+or+nand+nor | 149 | 149
adders and majority gates | 59 | 59
muxes | 9 | 9
AOI/OAI and AO/OA | 149 | 149
xor gates and xnor gates | 13 | 13
per-stage QoR:
| stage | instances | instance area [µm²] |
|---|---|---|
| CTS | 634 | 3710 |
| detailed placement | 634 | 3710 |
| global route | 634 | 3710 |
| floorplan | 462 | 3030 |
| finish | 634 | 3710 |
| global placement | 634 | 3710 |
Power is estimated from default activity; no workload was simulated.
